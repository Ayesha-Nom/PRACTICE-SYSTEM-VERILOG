[design/flow/design.v]
module counter(a,clk,count);
  input a;
  input clk;
  output logic [8:0]count;
  always@(posedge clk)
    begin
      if (count!=8'd250)
        begin
          count<=count+1;
        end
      else begin
        count<=0;
      end
    end 
endmodule
[design/flow/run.sh]
#!/bin/bash
# OpenROAD 26Q1-2900-gdf79404cd8, Yosys 0.63+post, stock flow scripts
make -C /OpenROAD-flow-scripts/flow DESIGN_CONFIG=/design/flow/config.mk WORK_HOME=/design/flow/orfs finish
[design/flow/config.mk]
export PLATFORM = sky130hd
export DESIGN_NAME = counter
export DESIGN_NICKNAME = counter
export VERILOG_FILES = /design/flow/design.v
export SDC_FILE = /design/flow/constraint.sdc
export NUM_CORES = 4
export LEC_CHECK = 1
export CORE_AREA = 10 10 70 70
export DIE_AREA = 0 0 80 80
[design/flow/constraint.sdc]
current_design counter

set clk_period 1.7
set clk_io_pct 0.2

create_clock -name clk0 -period $clk_period [get_ports {clk}]

set non_clock_inputs [all_inputs -no_clocks]
set_input_delay [expr $clk_period * $clk_io_pct] -clock clk0 $non_clock_inputs
set_output_delay [expr $clk_period * $clk_io_pct] -clock clk0 [all_outputs]
==> deck_impl_summary.md <==
Key Metrics from the Run

Clock network
  • Total clock sinks: 9
  • Clock latency at the later pin of the worst-skew pair: between 200 and 300 ps
  • Hold_buf cts: 0
  • Post-CTS setup buffer count: 0
  • Cts repair resizes: 0
  • Maximum buffer depth of the clock tree: 2
  • Library cell used as clock root buffer: sky130_fd_sc_hd__clkbuf_4
  • Number of CTS-inserted buffers: 3
  • Clock-pin transition on the worst setup and hold timing paths: about 60 ps
  • CTS tree: done
  • H-tree level count: 1

Global route
  • Wire length of the first global-routing pass: about 1600 um
  • Maximum number of pins on one net before global-route repair: 8
  • Vias in the first global route: between 300 and 400
  • Final global-route overflow total: 0
  • Overall global routing resource usage: roughly 3.1%
  • Number of antenna violations at the first check in global routing: 0

Floorplanning
  • Total die size: about 6400 um^2
  • Initial standard-cell utilization of the core: between 10 and 15%
  • Die Width: about 80 um
  • Core outline area: around 3400 um^2
  • Floorplan row count: 21
  • I/O pin cnt: 11
  • Die Height: about 80 um

Synth
  • Chip area in the Yosys report: between 300 and 400 um^2
  • Post-Synthesis Mean Instance Area: 8.87 um^2
  • Instance tally after logic synthesis: between 40 and 50
  • Flops & latches, synth: 9
  • Number of warnings issued by yosys: 1
  • Cell area after technology mapping: between 300 and 400 um^2
  • Unique cell types: 15
  • Seq/Total Area, Yosys: a little under half
  • Cell count listed in synth_stat.txt: 43

Timing
  • Tmin final: 1560 ps
  • Final Setup Violations: 0
  • Hold Worst Slack: 475 ps
  • Max-slew violation total from the final report: 0
  • Final clock period utilization by the worst path: around 90%
  • Relative slew margins: about 73%
  • Final number of hold-violating endpoints: 0
  • Clock Skew: 3.26 ps
  • Fin Setup TNS: 0 ps
  • Highest clock rate: 0.642 GHz
  • Setup repair after global routing missed its margin: no
  • Worst Max-Slew Pin Slew: between 300 and 400 ps

Worst setup path
  • WP data required: 1360 ps
  • Critical path launch point: count[4]$_SDFF_PN0_
  • Type of element launching the critical path: register
  • Delay of the slowest cell on the worst path: around 520 ps
  • Type of the worst setup path: register to primary output
  • Kind of end point of the critical path: primary output
  • Arrival time worst endpoint: 1220 ps
  • Worst-path cell chain: clkdlybuf4s50_1
  • Worst r2r src: count[1]$_SDFF_PN0_
  • Reg2Reg Setup Slack: ~380 ps
  • Critical-path cell with the highest stage delay: sky130_fd_sc_hd__clkdlybuf4s50_1
  • Critical Path Fanout Max: 6
  • Number of buffers and inverters on the critical path: 1
  • Family of cells with the greatest summed delay on the critical path: buffers and inverters

Power and ir drop
  • PwrDens: between 600 and 700 nW/um^2
  • Worst IR drop on VDD: 0.407 mV
  • Leakage power: around 0.00019 uW

Cells and area
  • Leading registers by flop count: count x9
  • Count of placed standard cells in the final layout, fillers left out: about 100
  • Register with the most flip-flops: count
  • Number of flip-flops in the largest register: 9
  • Area Growth Syn to Fin: 45.6%
  • Fraction of final layout cells with drive strength greater than 1: approximately 5.4%

Drt
  • WL final: between 800 and 900 um
  • Via-to-Cell Ratio: 3.30
  • Routed via count: between 300 and 400
  • Total DRC errors in the routed layout: 0
  • Iter 0 DRT Violations: 25
  • Avg WL per Cell: between 8 and 9 um
  • Drt pass-1 iters: 2
  • Remaining antenna violation count after routing: 0
  • Inserted Diodes: 0

Status
  • Result of the run: complete, no violations

Flow run
  • Max Cap Violations: 0
  • Tool warnings: 27

Placement
  • Placed instance count: 98
  • Sum of net half-perimeters after detailed placement: 682 um
  • Port Buffers: 9
  • Last weighted congestion value of the routability-driven placer: 0.788

Min path
  • Type of the tightest min-delay check: register to register
  • Origin of the worst min-delay path: count[8]$_SDFF_PN0_
layout by cell type, fill, tap and decap left out:
cell type | Yosys | final
sky130_fd_sc_hd__nand3_1 | 4 | 4
sky130_fd_sc_hd__xnor2_1 | 2 | 2
sky130_fd_sc_hd__or3_1 | 3 | 3
sky130_fd_sc_hd__nor2_1 | 7 | 7
sky130_fd_sc_hd__clkdlybuf4s50_1 | 0 | 9
sky130_fd_sc_hd__a21oi_1 | 2 | 2
sky130_fd_sc_hd__o21ai_0 | 2 | 2
sky130_fd_sc_hd__clkbuf_4 | 0 | 3
sky130_fd_sc_hd__ha_1 | 2 | 2
sky130_fd_sc_hd__xor2_1 | 2 | 2
sky130_fd_sc_hd__nand4bb_1 | 1 | 1
sky130_fd_sc_hd__nand2_1 | 2 | 2
sky130_fd_sc_hd__nand4_1 | 2 | 2
sky130_fd_sc_hd__and3_1 | 1 | 1
sky130_fd_sc_hd__o211ai_1 | 1 | 1
sky130_fd_sc_hd__dfxtp_1 | 9 | 9
sky130_fd_sc_hd__clkbuf_1 | 0 | 1
sky130_fd_sc_hd__inv_1 | 3 | 3
path summary, 6_finish.rpt:
kind                         endpoint  cells past startpoint
setup / recovery             count[4]                      1
hold / removal    count[8]$_SDFF_PN0_                      1
setup reg to reg  count[4]$_SDFF_PN0_                      4
hold reg to reg   count[8]$_SDFF_PN0_                      1
stage by stage:
step | cell area [um^2] | util [%] | setup slack (ps) | total power (uW)
finish | 556 | 16.3 | 143 | 373
global route | 556 | 16.3 | 75.7 | 393
CTS | 556 | 16.3 | 131 | 379
detailed placement | 529 | 15.5 | 392 | 216
global placement | 529 | 15.5 | 416 | 216
floorplan | 382 | - | 596 | 216
power by group:
part	leakage [uW]	switching (uW)	total [uW]	internal [uW]
clock	0.0000150	71.8	162	90.3
combinational	0.000106	0	0.000106	0
sequential	0.0000724	0	211	211
worst register-to-register path: stages (launching register included):
cell and delay [ps]:
sky130_fd_sc_hd__dfxtp_1 400, sky130_fd_sc_hd__ha_1 170, sky130_fd_sc_hd__nand4bb_1 160, sky130_fd_sc_hd__nor2_1 370, sky130_fd_sc_hd__nor2_1 90
routing by layer:
layer / track usage (%) / vias to the layer above / part of all wire, %
met5: 0 / - / 0
met4: 0.176 / 0 / 0
met3: 1.82 / 0 / 8.9
met2: 4.01 / 11 / 34
met1: 4.37 / 150 / 57
li1: - / 176 / -
cells by family after synthesis:
logic type                 after synthesis  share of synthesized area, %
xor gates and xnor gates                 4                          9.18
buffers and inverters                    3                          2.95
AOI/OAI and AO/OA                        5                          7.21
and+or+nand+nor                         20                          26.9
DFF                                      9                          47.2
adders and majority gates                2                          6.56
final cells by class:
cell class	count	area, um^2
Tap cell	46	57.6
Multi-Input combinational cell	31	190
Clock buffer	4	26.3
Fill cell	401	2860
Inverter	3	11.3
Sequential cell	9	180
Timing Repair Buffer	9	90.1
synthesized netlist by cell type:
library cell                n  area share [%]
sky130_fd_sc_hd__a21oi_1    2             2.6
sky130_fd_sc_hd__and3_1     1             1.6
sky130_fd_sc_hd__dfxtp_1    9              47
sky130_fd_sc_hd__ha_1       2             6.6
sky130_fd_sc_hd__inv_1      3             3.0
sky130_fd_sc_hd__nand2_1    2             2.0
sky130_fd_sc_hd__nand3_1    4             5.2
sky130_fd_sc_hd__nand4_1    2             3.3
sky130_fd_sc_hd__nand4bb_1  1             3.0
sky130_fd_sc_hd__nor2_1     7             6.9
sky130_fd_sc_hd__o211ai_1   1             2.0
sky130_fd_sc_hd__o21ai_0    2             2.6
sky130_fd_sc_hd__or3_1      3             4.9
sky130_fd_sc_hd__xnor2_1    2             4.6
sky130_fd_sc_hd__xor2_1     2             4.6
Power figures rest on the tool's default switching activity, not on a simulated workload.
